--- flow/design.v ---
module Clock (
  input wire clk,
  input wire rstn,
  output reg [5:0] minute,
  output reg [4:0] hour
);
  reg [5:0] count_minute;
  reg [4:0] count_hour;
  always @(posedge clk or negedge rstn) begin
    if (!rstn) begin
      count_minute <= 6'b0;
      count_hour <= 5'b0;
    end else begin
      if (count_minute == 59) begin
        count_minute <= 6'b0;
        if (count_hour == 23) begin
          count_hour <= 5'b0;
        end else begin
          count_hour <= count_hour + 1;
        end
      end else begin
        count_minute <= count_minute + 1;
      end
    end
  end
  always @* begin
    minute = count_minute;
    hour = count_hour;
  end
endmodule
--- flow/run.sh ---
#!/bin/bash
# OpenROAD 26Q1-2900-gdf79404cd8, Yosys 0.63+post, stock flow scripts
make -C /OpenROAD-flow-scripts/flow DESIGN_CONFIG=/design/flow/config.mk WORK_HOME=/design/flow/orfs finish
--- flow/config.mk ---
export PLATFORM = sky130hd
export DESIGN_NAME = Clock
export DESIGN_NICKNAME = Clock
export VERILOG_FILES = /design/flow/design.v
export SDC_FILE = /design/flow/constraint.sdc
export NUM_CORES = 4
export LEC_CHECK = 1
export CORE_AREA = 10 10 70 70
export DIE_AREA = 0 0 80 80
--- flow/constraint.sdc ---
current_design Clock

set clk_period 1.9
set clk_io_pct 0.2

create_clock -name clk0 -period $clk_period [get_ports {clk}]

set non_clock_inputs [all_inputs -no_clocks]
set_input_delay [expr $clk_period * $clk_io_pct] -clock clk0 $non_clock_inputs
set_output_delay [expr $clk_period * $clk_io_pct] -clock clk0 [all_outputs]
==> out/results.tsv <==
metric	value	unit
portBuffers	12	
syn_inst	46	
core	3420	µm²
setup_viol	0	
antenna_cells	0	
start_kind	flip-flop	
worstMarginPinSlew	0.481	ns
vias_per_cell	3.69	
first_pass_iters	3	
cts_tree	yes	
hold_class	in2async	
grt_util_all_layers	3.48	%
tns	0	ns
status	completed	
num_vias	398	
rsz0062_at_grt	no	
num_io_pins	13	
clock_tree.root_cell	clkbuf_4	
syn_to_final_growth	38.1	%
path_clk_slew	0.07	ns
initialDrtViolationCount	9	
clk_latency	0.26	ns
fp_util	16.0	%
place_congestion	0.764	
antenna_found_initial	0	
p_per_area	518	nW/µm²
htreeDepth	1	
wl	1.11	mm
std_cell_rows	21	
nFillCells	382	
drive_gt1_share	19.4	%
warning_count	25	
synth_flop_count	11	
cp.arrival	1.30	ns
path_max_fanout	7	
vdd.ir_drop.worst	160	µV
endpoint_kind	primary output	
fin_skew	0.000521	ns
crit_chain	clkdlybuf4s50_1	
maxCapViolations	0	
finalMaxSlewViolations	0	
logic_area	262	µm²
grt_pass1_wl	1.77	mm
synth.top_cell.area_share	50.5	%
dp_hpwl	912	µm
synth_cell_types	23	
slowest_stage	clkdlybuf4s50_1	
synth.most_common_cell	dfrtp_1	
yosys_area	546	µm²
ff_type	dfrtp_1	
total_power	390	µW
synth.top_cells.by_count	11 x dfrtp_1, 4 x nand3_1, 3 x mux2_2, 3 x nand2_1, 3 x nor2_1	
cp_top_family	buffers and inverters	
grt_pass1_vias	358	
clock-sinks	11	
max_stage_delay	0.54	ns
cp.buffers_inverters	1	
synthArstFlopShare	100	%
ys_cells	46	
syn_avg_cell_area	11.9	µm²
synth.area.top_cells	dfrtp_1 50%, mux2_2 6.2%, ha_1 4.6%	
syn_area	546	µm²
cts_hold_buf	0	
chip_area	6400	µm²
clock_path_buffers	2	
p_leak	0.000300	µW
cts_buffers	3	
wire_per_inst	10.3	µm
ctsResizeCount	0	
synth-edff-count	0	
remaining_drc_errors	0	
hold_viol_final	0	
timing.fmax	597	MHz
grt_max_degree	12	
period_used_share	88.2	%
die_h	80	µm
die.size.x	80	µm
postSynthSeqShare	50.5	%
min_period	1.68	ns
gr-total-overflow	0	
worstSetupPathType	reg2out	
relSlewSlack	67.8	%
yosysWarnings	1	
ant_nets	0	
synth_top_cell_by_area	dfrtp_1	
required	1.52	ns
flop_area	275	µm²
cts_setup_buffers	0	
-- area by class of cell --
| cell class | instances | area share [%] |
|---|---|---|
| clock buffers | 3 | 2.99 |
| clock inverters | 1 | 0.664 |
| inverters | 1 | 0.498 |
| multi-input cells | 33 | 34.7 |
| flip-flops and latches | 11 | 36.5 |
| well taps | 46 | 7.64 |
| repair buffers | 13 | 16.9 |
-- sequential cells by signal, summed over array words and instances (netlist names) --
name,count
count_hour,5
count_minute,6
-- metal layers --
metal	share of wire (%)	up-vias	global-route usage [%]
met1	43	184	4.10
met2	45	10	5.14
li1	-	202	-
met3	11	2	2.73
met4	0.72	0	0.176
met5	0	-	0
-- worst register-to-register path: cells and delay by family (launching register included) --
| kind | cells | cell delay (ns) |
|---|---|---|
| fa+ha+maj | 1 | 0.32 |
| flops | 1 | 0.42 |
| mux | 1 | 0.34 |
| simple gates | 2 | 0.37 |
-- cells by family after synthesis --
group	share of synthesized area (%)
buffers and inverters	1.60
adders and majority gates	4.59
DFF	50.5
xor gates and xnor gates	4.82
muxes	6.19
and+or+nand+nor	22.2
AOI/OAI and AO/OA	10.1
-- cell usage in the layout (no fill, tap or decap) --
| cell type | count |
|---|---|
| nor2_1 | 3 |
| nor3b_2 | 1 |
| o31ai_1 | 1 |
| a21oi_1 | 1 |
| xor2_1 | 2 |
| nand4_4 | 1 |
| o211ai_1 | 2 |
| o21ai_0 | 2 |
| mux2_2 | 3 |
| buf_4 | 1 |
| nor2_4 | 1 |
| clkbuf_4 | 3 |
| clkdlybuf4s50_1 | 12 |
| clkinv_2 | 1 |
| nand2_1 | 3 |
| xnor2_1 | 1 |
| nand3b_1 | 1 |
| a41oi_1 | 1 |
| nor3_2 | 1 |
| ha_1 | 2 |
| nand3_1 | 4 |
| inv_1 | 1 |
| dfrtp_1 | 11 |
| a32oi_1 | 1 |
| nand2b_1 | 1 |
| and4b_1 | 1 |
-- stage by stage --
| step | util, % | hold slack (ns) | cell area (µm²) | setup WS, ns | instances |
|---|---|---|---|---|---|
| 2_1_floorplan | - | 0.0844 | 546 | 0.453 | 46 |
| 3_3_place_gp | 21.2 | 0.504 | 726 | 0.379 | 104 |
| 3_5_place_dp | 21.2 | 0.525 | 726 | 0.334 | 104 |
| 4_1_cts | 22.1 | 0.452 | 753 | 0.198 | 108 |
| 5_1_grt | 22.1 | 0.458 | 753 | 0.131 | 108 |
| 6_report | 22.1 | 0.445 | 753 | 0.224 | 108 |
-- where the power goes --
group / total [µW] / leakage (µW) / internal, µW / switching [µW]
registers: 234 / 0.000144 / 234 / 0
logic: 6.05 / 0.000139 / 1.81 / 4.24
clock network: 150 / 0.0000177 / 77.7 / 72.0
-- path summary, 6_finish.rpt --
path | from | end | slack, ns | cells after the start
max in group asynchronous | rstn | count_minute[0] | 1.13 | 1
min in group clk0 | count_minute[0] | count_minute[0] | 0.52 | 1
setup reg to reg | count_minute[0] | count_hour[3] | 0.34 | 4
hold reg to reg | count_minute[0] | count_minute[0] | 0.52 | 1
hold / removal | rstn | count_hour[4] | 0.45 | 1
setup / recovery | count_minute[3] | minute[3] | 0.22 | 1
Power figures rest on the tool's default switching activity, not on a simulated workload.
